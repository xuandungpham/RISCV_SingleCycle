**/design/flow/config.mk**
```make
export PLATFORM = sky130hd
export DESIGN_NAME = alu
export DESIGN_NICKNAME = alu
export VERILOG_FILES = /design/flow/design.v
export SDC_FILE = /design/flow/constraint.sdc
export NUM_CORES = 4
export LEC_CHECK = 1
export CORE_UTILIZATION = 30
```
**/design/flow/constraint.sdc**
```tcl
current_design alu

set clk_period 14.6
set clk_io_pct 0.2

create_clock -name clk0 -period $clk_period

set non_clock_inputs [all_inputs -no_clocks]
set_input_delay [expr $clk_period * $clk_io_pct] -clock clk0 $non_clock_inputs
set_output_delay [expr $clk_period * $clk_io_pct] -clock clk0 [all_outputs]
```
**/design/flow/design.v**
```verilog
module alu(
    input [31:0] operand_a,
    input [31:0] operand_b,
    input [3:0] alu_control,
    output reg [31:0] result,
    output zero
);
    parameter ALU_ADD = 4'b0000;
    parameter ALU_SUB = 4'b0001;
    parameter ALU_SLL = 4'b0010;
    parameter ALU_SLT = 4'b0011;
    parameter ALU_SLTU = 4'b0100;
    parameter ALU_XOR = 4'b0101;
    parameter ALU_SRL = 4'b0110;
    parameter ALU_SRA = 4'b0111;
    parameter ALU_OR = 4'b1000;
    parameter ALU_AND = 4'b1001;
    assign zero = (result == 32'b0);
    always @(*) begin
        case (alu_control)
            ALU_ADD: result = operand_a + operand_b;
            ALU_SUB: result = operand_a - operand_b;
            ALU_SLL: result = operand_a << operand_b[4:0];
            ALU_SLT: result = ($signed(operand_a) < $signed(operand_b)) ? 32'b1 : 32'b0;
            ALU_SLTU: result = (operand_a < operand_b) ? 32'b1 : 32'b0;
            ALU_XOR: result = operand_a ^ operand_b;
            ALU_SRL: result = operand_a >> operand_b[4:0];
            ALU_SRA: result = $signed(operand_a) >>> operand_b[4:0];
            ALU_OR: result = operand_a | operand_b;
            ALU_AND: result = operand_a & operand_b;
            default: result = 32'b0;
        endcase
    end
endmodule
```
**/design/flow/run.sh**
```bash
#!/bin/bash
# OpenROAD 26Q1-2900-gdf79404cd8, Yosys 0.63+post, stock flow scripts
make -C /OpenROAD-flow-scripts/flow DESIGN_CONFIG=/design/flow/config.mk WORK_HOME=/design/flow/orfs finish
```
==> qor.yml <==
hp-start: "operand_b[3]"
hold_buffers: 0
drt_iter0_drc: 1423
place_area_mm2: 0.0106
power.density_mw_per_mm2: 41.2
worst_ir_drop_vdd_mv: 0.0166
setup_viol: 0
num_rows: 64
ys_warn_count: 1
synth.area.top_cells: "ha_1 13%, mux4_2 11%, a21oi_1 5.5%"
top_area_cell: "ha_1"
combPwrFrac_pct: 100.0
maxSlewViolCount: 0
yosys_area_mm2: 0.00934
crit_top_cell: "inv_2"
hold_violations: 0
fillCellCount: 3278
chip_area_mm2: 0.0318
syn_area_mm2: 0.00934
syn_inst: 1338
ys_cells: 1338
crit_arrival_ns: 8.05
post-route-period-util_pct: 75.2
post-cts-setup-buffers: 0
leakage_nw: 4.25
rsz0062_at_grt: "false"
startpoint: "operand_b[3]"
hpwl_mm: 39.7
layout_min_cycle_time_ns: 10.97
drc_errors: 0
via_per_inst: 6.58
fp.dieH_um: 178
grt_pass1_wl_mm: 73.7
setup_tns_ns: 0
stdcell_area_mm2: 0.0106
startpoint_type: "input port"
ant_nets: 0
cts_resized: 0
ys_seq_share_pct: 0
grt_pass1_vias: 10900
clockPowerShare_pct: 0
ff_count: 0
cp_data_required_time_ns: 11.68
floorplan.core_util_pct: 30.5
hold-worst-slack_ns: 7.05
clockBufferCount: 0
port-buffer-count: 101
grt_max_degree: 50
ys_types: 88
io-pin-count: 101
vias: 11600
path_cells: "buf_2 > buf_4 > inv_2 > ha_1 > inv_2 > a211o_1 > a2111o_1 > a2111oi_4 > o21ai_2 > a41oi_1 > mux2i_1 > o2111ai_1 > and4b_1 > nand4_1 > nor4_2 > clkdlybuf4s50_1"
antenna_found_initial: 0
p_int_mw: 0.165
register_area_um2: 0
crit_path_end: "zero"
area_delta_synth_final_pct: 13.9
cap_violations: 0
warning_count: 99
core_area_mm2: 0.0306
die_w_um: 178
slew_headroom_pct: 27.7
drt_wl_total_mm: 50.1
drive_gt1_share_pct: 8.92
logic_area_mm2: 0.00854
avgRoutedWirePerCell_um: 28.4
p_sw_mw: 0.273
fmax_mhz: 91.1
grt_usage_pct: 32.1
seqPwrFrac_pct: 0
slowest_stage: "ha_1"
total_power_mw: 0.438
gp_congestion: 1.06
worstSetupPathType: "input port to output port"
postSynthAreaPerCell_um2: 6.98
critPathMaxStageDelay_ns: 0.60
hp-class: "input port to output port"
post-route-util_pct: 34.8
worst_pin_slew_ns: 1.08
status: "completed"
grt_overflow: 0
cp-end-kind: "output port"
crit_fanout: 49
post-synth-top-area-fraction_pct: 13.3
dr.pass1.iters: 6
swShare_pct: 62.3
[per-layer routing]
metal | global-route usage, % | vias to the layer above | part of all wire (%) | wire (um)
met4 | 9.50 | 0 | 3.6 | 1820
met1 | 47.2 | 5648 | 43 | 21700
met2 | 47.2 | 698 | 43 | 21400
li1 | - | 5188 | - | -
met5 | 0 | - | 0 | 0
met3 | 6.67 | 96 | 10 | 5220
[synthesized netlist by cell type (all sizes together) (19+ instances only)]
cell	instances
nand2	118
o211ai	22
a22oi	21
nor3	38
clkbuf	68
mux2i	44
nand3	32
inv	101
buf	33
nor2	119
a21oi	102
ha	99
o21ai	88
a31oi	19
mux4	45
a211oi	25
o22ai	23
[stage by stage]
step / setup WS (ns) / cells
6_report: 3.63 / 1767
3_5_place_dp: 3.65 / 1764
2_1_floorplan: 4.93 / 1338
3_3_place_gp: 3.63 / 1764
5_1_grt: 3.32 / 1764
4_1_cts: 3.62 / 1764
[power groups by stage]
stage	combinational (mW)	sequential (mW)	clock [mW]
CTS	0.426	0	0
global route	0.467	0	0
finish	0.438	0	0.00000000198
[final cells by class]
type / instances / area share, %
timing repair buffer: 131 / 11.4
multi-input combinational: 1136 / 80.3
tap: 396 / 4.66
antenna: 3 / 0.0706
inverter: 101 / 3.56
[worst min path at each step]
stage / cells after the start / endpoint
after CTS: 4 / result[24]
after global routing: 4 / result[24]
final: 4 / result[24]
[logic make-up (layout without fill, tap and decap cells)]
kind of cell,Yosys count,after routing,share of synthesized area (%)
buffers and inverters,202,232,8.85
AND-OR/OR-AND,485,485,36.3
adder cells (fa/ha/maj),101,101,13.7
XOR/XNOR,7,7,0.656
other,0,3,0
AND/OR/NAND/NOR,437,437,22.9
multiplexers,106,106,17.7
[cell usage in the layout, fill, tap and decap left out, drive strengths merged, types with 13 or more instances in the layout]
cell type,count
mux2,17
o22ai,23
a31oi,19
clkdlybuf4s50,96
a21o,13
o21ai,88
nor2,119
inv,101
o211ai,22
buf,35
nor2b,16
mux4,45
o221ai,16
a211oi,25
ha,99
mux2i,44
nand3,32
nand2,118
nor3,38
a22oi,21
o31ai,16
a21oi,102
nor4,17
and3,18
nand4,13
[worst max-delay path, delay by kind of cell]
kind,cells,cell delay [ns]
AND-OR/OR-AND,6,2.08
adder cells (fa/ha/maj),1,0.60
buffers and inverters,5,1.47
multiplexers,1,0.32
AND/OR/NAND/NOR,3,0.64
