### flow/design.v
module register_file(
    input clk,
    input reset,
    input [4:0] read_reg1,
    input [4:0] read_reg2,
    input [4:0] write_reg,
    input [31:0] write_data,
    input reg_write,
    output [31:0] read_data1,
    output [31:0] read_data2,
    output [31:0] register_x10   
);
    reg [31:0] registers [31:0];
    integer i;
    initial begin
        for (i = 0; i < 32; i = i + 1) begin
            registers[i] = 32'b0;
        end
    end
    assign read_data1 = (read_reg1 == 5'b0) ? 32'b0 : registers[read_reg1];
    assign read_data2 = (read_reg2 == 5'b0) ? 32'b0 : registers[read_reg2];
    always @(posedge clk) begin
        if (reset) begin
            for (i = 0; i < 32; i = i + 1) begin
                registers[i] <= 32'b0;
            end
        end else if (reg_write && write_reg != 5'b0) begin
            registers[write_reg] <= write_data;
        end
    end
    assign register_x10 = registers[10];   
endmodule
### flow/run.sh
#!/bin/bash
# OpenROAD 26Q1-2900-gdf79404cd8, Yosys 0.63+post, stock flow scripts
make -C /OpenROAD-flow-scripts/flow DESIGN_CONFIG=/design/flow/config.mk WORK_HOME=/design/flow/orfs finish
### flow/config.mk
export PLATFORM = sky130hd
export DESIGN_NAME = register_file
export DESIGN_NICKNAME = register_file
export VERILOG_FILES = /design/flow/design.v
export SDC_FILE = /design/flow/constraint.sdc
export NUM_CORES = 4
export LEC_CHECK = 1
export CORE_UTILIZATION = 30
### flow/constraint.sdc
current_design register_file

set clk_period 14.7
set clk_io_pct 0.2

create_clock -name clk0 -period $clk_period [get_ports {clk}]

set non_clock_inputs [all_inputs -no_clocks]
set_input_delay [expr $clk_period * $clk_io_pct] -clock clk0 $non_clock_inputs
set_output_delay [expr $clk_period * $clk_io_pct] -clock clk0 [all_outputs]
==> flow_metrics.py <==
# Physical implementation metrics
metrics = {
    "outcome": {
        "status": "finished clean",
    },
    "layout": {
        "largest_register_ffs": 1024,
        "drive_gt1_frac": 0.253,
        "top_register": "registers",
        "finish.utilization": 0.347,
        "top_regs": "registers (1024)",
        "area_delta_synth_final_pct": 14.8,
    },
    "final_timing": {
        "tns_ps": 0,
        "finalSetupViolCount": 0,
        "min_period_ps": 10010,
        "worst_slack_ps": 4690,
        "period_used_share": 0.681,
        "rsz0062_at_grt": "no",
        "fmax_ghz": 0.0999,
        "timing.final.hold_violations": 0,
        "slew_viol_final": 0,
        "worst-slew-pin-transition_ps": 1200,
        "maxSlewHeadroom": 0.177,
    },
    "power": {
        "p_leak_uw": 0.0210,
        "p_seq_frac": 0.479,
        "clkPwrFrac": 0.402,
        "intPower_uw": 5490,
        "finalPower_uw": 7220,
        "pwr-share-comb": 0.119,
        "swShare": 0.239,
        "p_sw_uw": 1730,
        "cellPowerDensity_nw_per_um2": 116,
        "vdd_drop_max_uv": 109,
    },
    "floorplanning": {
        "ioPinCount": 146,
        "core_sq_um": 179000,
        "die_area_sq_um": 182000,
        "chipHeight_um": 427,
        "num_rows": 155,
        "fp-utilization": 0.303,
        "fp.dieW_um": 427,
    },
    "placement": {
        "dp_hpwl_um": 109000,
        "gp_congestion": 0.910,
        "preCtsSetupSlack_ps": 4540,
        "io_buffers": 145,
    },
    "clocking": {
        "root_buffer": "clkbuf_16",
        "cts_max_path_buffers": 3,
        "path_clk_slew_ps": 60,
        "cts_setup_buffers": 0,
        "cts_tree": "done",
        "cts_buffers": 110,
        "hold_buffers": 0,
        "cts-resized-gates": 0,
        "htreeDepth": 3,
        "cts_sinks": 1024,
    },
    "worst_setup_path": {
        "crit_chain": "buf_8 > buf_4 > buf_4 > mux4_2 > a22o_1 > a2111oi_0 > nor3_1 > clkdlybuf4s50_1",
        "max_stage_delay_ps": 1010,
        "cp_slowest_cell": "a2111oi_0",
        "end_kind": "output pin",
        "worst-setup-path-type": "input pin to output pin",
        "crit_top_cell": "buf_4",
        "worstPathRequired_ps": 11760,
        "crit_arrival_ps": 7070,
        "path_max_fanout": 31,
        "critPathLaunchType": "input pin",
    },
    "min_path": {
        "worstHoldEndpoint": "registers[0][6]",
        "hp-class": "input pin to flop",
        "min_from": "reset",
        "hold_depth": 2,
    },
    "drt": {
        "ant_nets": 0,
        "vias": 32400,
        "drc": 0,
        "drtIter0Drc": 2229,
        "detail_route.wl_per_cell_um": 30.2,
        "drt_wl_total_um": 182000,
        "firstDrtPassIters": 5,
        "vias_per_cell": 5.39,
    },
    "global_routing": {
        "track_usage": 0.214,
        "grt_first_pass_wirelength_um": 257000,
        "antenna_found_initial": 0,
        "grt_max_degree": 63,
        "grt_pass1_vias": 35400,
        "grt_overflow": 0,
    },
    "yosys": {
        "syn-cell-area_sq_um": 54100,
        "ys_area_sq_um": 54100,
        "yosysWarnings": 1,
        "yosysUniqueCellTypes": 44,
        "syn-instance-count": 3493,
        "ys.flops": 1024,
        "ys_seq_frac": 0.568,
        "ys_cells": 3493,
        "avgSynthCellArea_sq_um": 15.5,
    },
    "job": {
        "maxCapViolCount": 0,
        "tool_warnings": 26,
    },
}
layout by cell type, fill, tap and decap left out, drive strengths merged, types with 15 or more instances in the layout:
cell type / Yosys / layout
mux4: 475 / 475
mux2i: 146 / 146
a22oi: 15 / 15
a211oi: 34 / 34
buf: 103 / 179
o22ai: 83 / 83
clkdlybuf4s50: 0 / 135
mux2: 34 / 34
a22o: 51 / 51
clkinv: 0 / 48
clkbuf: 281 / 126
a2111oi: 26 / 26
conb: 1 / 32
nor3: 55 / 55
nor2: 37 / 37
and2: 995 / 995
o221ai: 26 / 26
edfxtp: 1024 / 1024
or2: 33 / 33
bufinv: 0 / 19
metrics by stage:
step | instances | area, sq um | hold slack [ps]
3_5_place_dp | 5809 | 58400 | 3600
5_1_grt | 6011 | 62100 | 2850
6_report | 6013 | 62100 | 2870
2_1_floorplan | 3524 | 54200 | 3140
4_1_cts | 6011 | 62100 | 2820
3_3_place_gp | 5809 | 58400 | 3590
synth_stat cells:
cell type     n  share of area
a2111oi_0    26         0.0042
a211oi_1     34         0.0047
a21o_1        2        0.00028
a21oi_1      10        0.00092
a221oi_1      1        0.00016
a22o_1       51         0.0083
a22oi_1      15         0.0021
a32o_1        3        0.00055
and2_1      995           0.11
and3_1        1        0.00012
and4b_1       1        0.00018
buf_1        10        0.00069
buf_2        52         0.0048
buf_4        26         0.0036
buf_6        15         0.0031
clkbuf_1    280          0.019
clkbuf_4      1        0.00014
conb_1        1       0.000069
edfxtp_1   1024           0.57
inv_1         1       0.000069
mux2_2       34         0.0071
mux2i_1     146          0.027
mux4_2      475           0.20
nand2_1      10        0.00069
nand2b_1      6        0.00069
nand3_1       4        0.00037
nand3b_1      5        0.00069
nand4b_1      1        0.00016
nand4bb_1     1        0.00021
nor2_1       37         0.0026
nor2b_1      10         0.0012
nor3_1       55         0.0051
nor3b_1       1        0.00014
nor4_1        4        0.00046
nor4b_2       1        0.00028
o211a_1       3        0.00055
o211ai_1      3        0.00042
o21ai_1       1       0.000092
o221ai_1     26         0.0042
o22ai_1      83         0.0096
or2_2        33         0.0038
or3_1         2        0.00023
or3b_1        2        0.00032
or3b_2        1        0.00016
cells by family after synthesis:
| logic type | count (synthesis) | share of synthesized area |
|---|---|---|
| AND/OR/NAND/NOR | 1170 | 0.132 |
| AND-OR/OR-AND | 258 | 0.0360 |
| multiplexers | 655 | 0.232 |
| flip-flops | 1024 | 0.568 |
| other | 1 | 0.0000693 |
| buffers and inverters | 385 | 0.0319 |
worst max-delay path by stage:
stage,start,end,slack (ps),cells past startpoint
finish,read_reg2[0],read_data2[3],4690,8
CTS,read_reg2[0],read_data2[3],4520,8
global route,read_reg2[0],read_data2[3],4410,8
power groups by stage:
stage     combinational (uW)  sequential [uW]  clock, uW
4_1_cts                  867             3460       2940
5_1_grt                  906             3480       3040
6_report                 860             3460       2900
routing by layer:
metal | vias to the layer above | global-route usage | wire length [um]
met5 | - | 0.00661 | 103
met4 | 5 | 0.0822 | 8930
met3 | 384 | 0.145 | 27800
met2 | 2245 | 0.322 | 85500
met1 | 16100 | 0.241 | 59400
li1 | 13700 | - | -
critical path, delay by kind of cell:
kind                   cells  cell delay (ps)
AND-OR/OR-AND              2             1280
buffers and inverters      4             2020
multiplexers               1              580
AND/OR/NAND/NOR            1              220
layout make-up:
| cell class | instances | area [sq um] |
|---|---|---|
| Sequential cell | 1024 | 30700 |
| Fill cell | 16700 | 117000 |
| Clock inverter | 76 | 857 |
| Timing Repair Buffer | 314 | 2720 |
| Multi-Input combinational cell | 2115 | 22000 |
| Tap cell | 2355 | 2950 |
| Clock buffer | 126 | 2880 |
| Inverter | 1 | 3.75 |
| Antenna cell | 2 | 5.00 |
No activity file was given, so power comes from the tool's default toggle rates.
